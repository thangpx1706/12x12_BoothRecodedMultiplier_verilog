===== design/flow/run.sh =====
#!/bin/bash
# OpenROAD 26Q1-2900-gdf79404cd8, Yosys 0.63+post, stock flow scripts
make -C /OpenROAD-flow-scripts/flow DESIGN_CONFIG=/design/flow/config.mk WORK_HOME=/design/flow/orfs finish

===== design/flow/config.mk =====
export PLATFORM = sky130hd
export DESIGN_NAME = booth_recoded_multiplier
export DESIGN_NICKNAME = booth_recoded_multiplier
export VERILOG_FILES = /design/flow/design.v
export SDC_FILE = /design/flow/constraint.sdc
export NUM_CORES = 4
export LEC_CHECK = 1
export CORE_UTILIZATION = 50

===== design/flow/constraint.sdc =====
current_design booth_recoded_multiplier

set clk_period 12.5
set clk_io_pct 0.2

create_clock -name clk0 -period $clk_period [get_ports {clk}]

set non_clock_inputs [all_inputs -no_clocks]
set_input_delay [expr $clk_period * $clk_io_pct] -clock clk0 $non_clock_inputs
set_output_delay [expr $clk_period * $clk_io_pct] -clock clk0 [all_outputs]

===== design/flow/design.v =====
module reg_N #(
	parameter NUMBER_OF_BITS = 12
)(
	reset, clk, D, Q
);
	input clk, reset;
	input [NUMBER_OF_BITS-1:0] D; 
	output [NUMBER_OF_BITS-1:0] Q;
	reg [NUMBER_OF_BITS-1:0] Q;
	always @ (posedge clk or posedge reset)
	if (reset==1)
	Q <= 0;
	else
	Q <= D;
endmodule 
module bin2comp #(
	parameter NUMBER_OF_BITS = 12
)(
	bin, inv_add
);
	input [NUMBER_OF_BITS-1:0]bin;
	output [NUMBER_OF_BITS-1:0]inv_add;
	assign	inv_add = bin[NUMBER_OF_BITS-1]?(~ bin +1'b1):bin;
endmodule
module boothEn (
    _y, _x, _2x, _neg
);
    input[2:0] _y;
    output _x, _2x, _neg;
    assign _x = _y[0] ^ _y[1];
    assign _2x = _y[2]?~(_y[1]|_y[0]):(_y[1]&_y[0]);
    assign _neg = _y[2];
endmodule
module boothEnNBits #(
    parameter NUMBER_OF_BITS = 12
)(
    _x, _y
);
    input [NUMBER_OF_BITS-1:0] _x;
    output [(NUMBER_OF_BITS/2)*3-1:0] _y;
    genvar i;
    generate 
        for(i=0;i<NUMBER_OF_BITS/2;i = i+1) begin
            if(i==0) 
                boothEn boothEncoder({_x[1:0],1'b0}, _y[2], _y[1], _y[0]);
            else 
                boothEn boothEncoder(_x[(i*2+1):(i*2-1)], _y[i*3+2], _y[i*3+1], _y[i*3]);
        end  
    endgenerate
endmodule
module full_adder(a, b, cin, cout, sum);
    input a, b, cin;
    output cout, sum;
    wire cout, sum;
    assign {cout, sum} = a + b + cin;
endmodule
module half_adder(a, b, c, s);
    input a, b;
    output c, s;
    wire c, s;
    assign {c, s} = a + b;
endmodule
module CSA_fa #(
    parameter bits = 4
)(
    a,b,cin,sum,cout
);
    input [bits-1:0] a, b, cin;
    output [bits-1:0] sum, cout;
    genvar i;
    generate
        for(i=0;i<bits;i=i+1) begin
            full_adder fa(a[i],b[i],cin[i],cout[i],sum[i]);
        end
    endgenerate
endmodule
module CSA_ha #(
    parameter bits = 4
)(
    a,b,sum,cout
);
    input [bits-1:0] a, b;
    output [bits-1:0] sum, cout;
    genvar i;
    generate
        for(i=0;i<bits;i=i+1) begin
            half_adder ha(a[i],b[i],cout[i],sum[i]);
        end
    endgenerate
endmodule
module ppCompressor_12(
    _PP, _Cor, _C, _S
);
    input[84:0] _PP;
    input[5:0] _Cor;
    output[23:0] _C, _S;
    wire[13:0] _C11, _S11, _C12, _S12;
    wire[11:0] _C21, _S21;
    wire[22:0] _C31;
    wire[23:0] _S31;
    wire[14:0] _pp0;
    wire[13:0] _pp1, _pp2, _pp3, _pp4, _pp5;
    assign _pp0 = _PP[14:0];
    assign _pp1 = _PP[28:15];
    assign _pp2 = _PP[42:29];
    assign _pp3 = _PP[56:43];
    assign _pp4 = _PP[70:57];
    assign _pp5 = _PP[84:71];
    CSA_fa #(12)   CSA_11({_pp0[14:4],_pp0[2]},{_pp1[12:2],_pp1[0]},{_pp2[10:0],_Cor[1]},{_S11[12:2],_S11[0]},{_C11[12:2],_C11[0]});
    CSA_ha #(2)    CSA_12({_pp1[13],_pp0[3]},{_pp2[11],_pp1[1]},{_S11[13],_S11[1]},{_C11[13],_C11[1]});
    CSA_fa #(11)   CSA_13({_pp3[13:4],_pp3[2]},{_pp4[11:2],_pp4[0]},{_pp5[9:0],_Cor[4]},{_S12[11:2],_S12[0]},{_C12[11:2],_C12[0]});
    CSA_ha #(3)    CSA_14({_pp4[13:12],_pp3[3]},{_pp5[11:10],_pp4[1]},{_S12[13:12],_S12[1]},{_C12[13:12],_C12[1]});
    CSA_fa #(12)   CSA_21({_pp2[13:12],_S11[13:4]},{_S12[9:0],_pp3[1:0]},{1'b0,_C11[13:4],_Cor[3]},_S21,_C21);
    CSA_ha #(12)   CSA_31({_pp5[12],_S12[13:10],_S21[11:5]},{_C12[13:10],_C21[11:4]},_S31[22:11],_C31[22:11]);
    CSA_ha #(5)    CSA_32({_S21[3:0],_S11[3]},{_C21[2:0],_C11[3:2]},_S31[9:5],_C31[9:5]);
    CSA_ha #(4)    CSA_33({_S11[1:0],_pp0[1:0]},{_C11[0],{2{1'b0}},_Cor[0]},_S31[3:0],_C31[3:0]);
    CSA_fa #(1)    CSA_34(_S21[4],_C21[3],_Cor[5],_S31[10],_C31[10]);
    CSA_fa #(1)    CSA_35(_S11[2],_C11[1],_Cor[2],_S31[4],_C31[4]);
    assign _S31[23] = _pp5[13];
    assign _C = {_C31,1'b0};
    assign _S = _S31;
endmodule
module ppGenNBits #(
    parameter NUMBER_OF_BITS = 12
)(
    _boothEn, _xin, _pp, _corBits
);
    input[(NUMBER_OF_BITS/2)*3-1:0] _boothEn;
    input[NUMBER_OF_BITS-1:0] _xin;
    output[(NUMBER_OF_BITS/2)*(NUMBER_OF_BITS+2):0] _pp;
    output[NUMBER_OF_BITS/2-1:0] _corBits;
    wire[(NUMBER_OF_BITS/2)*(NUMBER_OF_BITS+1)-1:0] _ppBuff;
    genvar i;
    generate
        for(i=0;i<NUMBER_OF_BITS/2;i=i+1) begin
            ppLineGenNBits #(NUMBER_OF_BITS) ppLine(_boothEn[(i+1)*3-1:i*3],_xin,_ppBuff[(i+1)*(NUMBER_OF_BITS+1)-1:i*(NUMBER_OF_BITS+1)]);
            if(i==0) begin
                assign _pp[NUMBER_OF_BITS+2:0] = {~_ppBuff[NUMBER_OF_BITS],_ppBuff[NUMBER_OF_BITS],_ppBuff[NUMBER_OF_BITS:0]};
            end
            else begin
                assign _pp[(i+1)*(NUMBER_OF_BITS+2):i*(NUMBER_OF_BITS+2)+1] = {1'b1,~_ppBuff[(i+1)*(NUMBER_OF_BITS+1)-1],_ppBuff[(i+1)*(NUMBER_OF_BITS+1)-2:i*(NUMBER_OF_BITS+1)]};
            end
            assign _corBits[i] = _boothEn[i*3];
        end
    endgenerate
endmodule
module ppLineGenNBits #(
    parameter NUMBER_OF_BITS = 12
)(
    _boothEn, _xin, _pp
);
    input[2:0] _boothEn;
    input[NUMBER_OF_BITS-1:0] _xin;
    output[NUMBER_OF_BITS:0] _pp;
    genvar i;
    generate
        for (i=0;i<=NUMBER_OF_BITS;i=i+1) begin
            if(i==NUMBER_OF_BITS)
                ppGenerator ppGen({2{_xin[i-1]}},_boothEn,_pp[i]);
            else begin
                if(i==0)
                    ppGenerator ppGen({_xin[i],1'b0},_boothEn,_pp[i]);
                else
                    ppGenerator ppGen(_xin[i:i-1],_boothEn,_pp[i]);
            end
        end
    endgenerate
endmodule
module ppGenerator(
    _xin, _be, _pp
);
    input[1:0] _xin;
    input[2:0] _be;
    output _pp;
    assign temp1 = _be[2] & _xin[1];
    assign temp2 = _be[1] & _xin[0];
    assign temp = temp1 | temp2;
    assign _pp = temp ^ _be[0];
endmodule
module cla_4bit(x, y , cin, sum, cout);
	input [3:0] x, y; 
	input cin;
	output [3:0] sum;
	output cout;
	wire [4:0] s;
	wire [3:0] p;   
	wire [3:0] g;   
	wire [4:0] c;   
	assign p[3:0] = x[3:0] ^ y[3:0];
	assign g[3:0] = x[3:0] & y[3:0];
	assign c[0] = cin;
	assign c[1] = g[0] | (p[0] & c[0]);
	assign c[2] = g[1] | (p[1] & g[0]) | (p[1] & p[0] & c[0]);
	assign c[3] = g[2] | (p[2] & g[1]) | (p[2] & p[1] & g[0])| (p[2] & p[1] & p[0] & c[0]);
	assign c[4] = g[3] | (p[3] & g[2]) | (p[3] & p[2] & g[1])| (p[3] & p[2] & p[1] & g[0])| (p[3] & p[2] & p[1] & p[0] & c[0]);
	assign s[4:0] = {1'b0, p[3:0]} ^ c[4:0];
	assign sum = s[3:0];
	assign cout = c[4];
endmodule
module cla_24bit(
    a, b , cin, sum, cout
);
    input[23:0] a,b;
    input cin;
    output[23:0] sum;
    output cout;
    wire [4:0] c;
    cla_4bit cla1(a[3:0],b[3:0],cin,sum[3:0],c[0]);
    cla_4bit cla2(a[7:4],b[7:4],c[0],sum[7:4],c[1]);
    cla_4bit cla3(a[11:8],b[11:8],c[1],sum[11:8],c[2]);
    cla_4bit cla4(a[15:12],b[15:12],c[2],sum[15:12],c[3]);
    cla_4bit cla5(a[19:16],b[19:16],c[3],sum[19:16],c[4]);
    cla_4bit cla6(a[23:20],b[23:20],c[4],sum[23:20],cout);
endmodule
module booth_recoded_multiplier(
    clk, reset, multiplicand, multiplier, prod
);
    input clk;       
    input reset;     
	input [11:0] multiplicand, multiplier;
	output [23:0] prod;
	wire [11:0] A, B, A_2comp, B_2comp;
	wire [17:0] enc_op;
	wire [5:0] cor_bit;
	wire [84:0] pp;
	wire [23:0] out_x, out_y, sum,sumBuf;
	wire cout;
	reg_N #(12) reg12_00(reset, clk, multiplicand, A);
	reg_N #(12) reg12_01(reset, clk, multiplier, B);
	reg_N #(24) reg24_00(reset, clk, {A[11]^B[11],sum[22:0]}, prod);
	bin2comp #(12) bin00 (A, A_2comp);
	bin2comp #(12) bin01 (B, B_2comp);
    bin2comp #(24) bin02 ({A[11]^B[11],sumBuf[22:0]},sum);
    boothEnNBits #(12) booth_enc00(B_2comp, enc_op);
    ppGenNBits #(12) pp_gen00( enc_op, A_2comp, pp, cor_bit);
    ppCompressor_12 pp_comp( pp, cor_bit, out_x, out_y);
	cla_24bit cla00(out_x, out_y , 1'b0, sumBuf, cout);
endmodule

==> qor_table.md <==
| Group | Result | Reported |
|---|---|---|
| run status | Status | completed |
| global route | Number of global-route vias before repair | 4122 |
| job | Max capacitance violation total | 0 |
| detailed routing | Via count | 4428 |
| timing | Min Tclk post-route | 7.40 ns |
| final layout | Commonest cells after routing, fill and taps aside | 100 x xnor2_1, 60 x a22oi_1, 52 x inv_1 |
| cts | Count of hold-fix buffers inserted at cts | 0 |
| final layout | Top cell excl fill/tap | xnor2_1 |
| cts | CTS tree | yes |
| setup path | Classification of the worst setup path | reg -> reg |
| global route | Antenna violations before repair | 0 |
| hold path | Min-Delay Endpoint | reg24_00.Q[0]$_DFF_PP0_ |
| synthesis | Top cell type's share of synthesized area | 21.0% |
| cts | Insertion Delay late pin | 0.30 ns |
| timing | Post-layout period usage of the worst path | 59.2% |
| final layout | Number of standard cells in the layout, taps in and fillers out | 807 |
| placement | Number of placed instances with taps included | 799 |
| global route | Total routing usage reported by global routing | 22.3% |
| timing | Worst-case headroom to the max-slew limit | 40.4% |
| cts | H-tree levels | 2 |
| timing | Measured slew at the worst slew-check pin | 0.891 ns |
| timing | Highest clock frequency the design can meet | 0.135 GHz |
| placement | Buffers added on ports | 49 |
| placement | HPWL reported at the end of detailed placement | 9410 µm |
| cts | PostCTS Resize Cnt | 0 |
| synthesis | YS warnings | 5 |
| floorplan | # rows | 38 |
| timing | RSZ-0062 raised after global routing | no |
| placement | Place WS | 5.20 ns |
| setup path | Endpoint required time on the critical path | 12.72 ns |
| synthesis | Synth top area cells | dfrtp_1 21%, xnor2_1 15%, ha_1 11% |
| floorplan | Vertical die size | 109 µm |
| global route | GRT Residual Overflow | 0 |
| timing | Final Setup Violations | 0 |
| synthesis | Flip-flop and latch count after synthesis | 48 |
| hold path | Hold Path Depth | 2 |
| detailed routing | Routed wirelength normalized by instance count | 14.5 µm |
| final layout | Final Instance Area | 0.00654 mm² |
| setup path | Source of the worst register-to-register timing path | reg12_01.Q[0]$_DFF_PP0_ |
| setup path | R2R cell count | 26 |
| cts | Cell chosen for the clock root | clkbuf_16 |
| synthesis | Post-synthesis average cell area | 9.08 µm² |
| detailed routing | Mean number of vias per cell | 5.49 |
| cts | Maximum buffer depth of the clock tree | 2 |
| placement | Routability Congestion | 0.912 |
| hold path | Kind of path behind the tightest hold check | reg -> reg |
| floorplan | I/O pins | 50 |
| hold path | Worst hold path startpoint | reg12_01.Q[0]$_DFF_PP0_ |
| setup path | Register-to-register setup slack | 5.10 ns |
| cts | Post CTS Setup Buffer Count | 0 |
| floorplan | Area of the core | 0.0110 mm² |
| timing | Hold violation count in the final report | 0 |
| global route | First-pass GRT wire length | 20100 µm |
| setup path | Arrival @ worst endpoint | 7.63 ns |
| cts | TritonCTS buffer count | 5 |
| detailed routing | Wire length reported by the detailed router | 11700 µm |
| detailed routing | Post-detailed-route count of antenna-violating nets | 0 |
| placement | DP Area | 0.00637 mm² |
| cts | Worst-path clk slew | 0.07 ns |
| detailed routing | First-pass iteration count of the detailed router | 5 |
| global route | Largest net degree at the start of global routing | 49 |
| synthesis | Chip area in the Yosys report | 0.00571 mm² |
| detailed routing | Starting DRC count in detailed routing | 235 |
| synthesis | Synthesized netlist cell count | 629 |
| final layout | Ratio of cells with drive above 1 in the final layout | 5.70% |
| synthesis | Netlist cell types | 59 |
| floorplan | Width of the chip | 109 µm |
| cts | TritonCTS sink count | 48 |
| final layout | Area growth from synthesis to final layout | 14.5% |
| synthesis | Sequential share of the synthesized area | 21.0% |
| synthesis | Top flip-flop cell by instance count after synthesis | dfrtp_1 |
| synthesis | Number of flops mapped to enable cells by yosys | 0 |
| synthesis | Fraction of synthesis flops using an asynchronous set or reset pin | 100% |
| floorplan | Initial core utilization | 52.0% |
| floorplan | Area of the die | 0.0119 mm² |
| setup path | Nature of the critical path endpoint | register |
| setup path | Cell with the largest stage delay on the worst path | xor2_1 |
| job | Number of warning messages in the logs | 29 |
| timing | Fin worst setup slack | 5.10 ns |
| timing | Slew Viols, Final | 0 |
| synthesis | Library cell occupying the most area in the post-synthesis netlist | dfrtp_1 |
| detailed routing | DRC viols | 0 |
| synthesis | Total cells reported by yosys after synthesis | 629 |
| setup path | Reg2Reg Capture Point | reg24_00.Q[19]$_DFF_PP0_ |
| timing | Worst clock skew on the final layout | 0.00779 ns |
| setup path | Largest incremental delay on the critical path | 0.71 ns |
| synthesis | Post-synth design cell area | 0.00571 mm² |
| setup path | Startpoint types | register |
| detailed routing | Antenna cell count | 0 |
| timing | Post-Route Setup TNS | 0 ns |
| setup path | Critical path fanouts, max | 15 |
[stage by stage]
step | utilization (%) | hold slack [ns]
after floorplan | - | 0.596
after global placement | 58.0 | 0.831
after detailed placement | 58.0 | 0.850
after CTS | 59.5 | 0.859
after global routing | 59.5 | 0.963
final | 59.5 | 0.858
[layout make-up]
| cell class | instances | area (µm²) |
|---|---|---|
| Fill cell | 926 | 4450 |
| Multi-Input combinational cell | 490 | 4180 |
| Sequential cell | 48 | 1200 |
| Timing Repair Buffer | 63 | 596 |
| Inverter | 58 | 218 |
| Tap cell | 140 | 175 |
| Clock buffer | 5 | 125 |
| Clock inverter | 3 | 46.3 |
[worst max path at each step]
stage	startpoint	endpoint	slack [ns]	cells past startpoint
CTS	reg12_01.Q[0]$_DFF_PP0_	reg24_00.Q[19]$_DFF_PP0_	5.18	26
global route	reg12_01.Q[0]$_DFF_PP0_	reg24_00.Q[22]$_DFF_PP0_	4.48	26
finish	reg12_01.Q[0]$_DFF_PP0_	reg24_00.Q[19]$_DFF_PP0_	5.10	26
[synth_stat cells (7+ instances only)]
master / instances
a21o_1: 11
a21oi_1: 20
a22oi_1: 60
and2_1: 7
and3_1: 10
clkbuf_1: 33
dfrtp_1: 48
fa_1: 29
ha_1: 51
inv_1: 53
nand2_1: 29
nand3_1: 9
nor2_1: 25
nor3_1: 7
o21ai_0: 16
xnor2_1: 101
xor2_1: 24
[state kept, by name, summed over array words and instances (netlist names)]
signal	flops
reg12_01.Q	12
reg12_00.Q	12
reg24_00.Q	24
[cells by family (layout without fill, tap and decap cells)]
group	Yosys count	count (layout)	share of synthesized area [%]
fa+ha+maj	80	80	21.3
compound gates	155	155	19.4
xor+xnor	126	126	19.5
flops	48	48	21.0
mux	7	7	1.36
buf+inv	91	129	5.98
simple gates	122	122	11.4
[worst max-delay path: cells and delay by family (launching register included)]
family,cells,cell delay (ns)
adder cells (fa/ha/maj),5,1.98
AND-OR/OR-AND,7,1.65
AND/OR/NAND/NOR,8,1.47
XOR/XNOR,4,1.43
flip-flops,1,0.54
buffers and inverters,2,0.25
[layer usage]
metal / wire, µm / GRT usage (%)
met1: 5710 / 33.5
met5: 0 / 0
met4: 335 / 6.27
met2: 5190 / 34.6
met3: 440 / 2.86
